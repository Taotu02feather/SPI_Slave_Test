## /design/flow/run.sh

```bash
#!/bin/bash
# OpenROAD 26Q1-2900-gdf79404cd8, Yosys 0.63+post, stock flow scripts
make -C /OpenROAD-flow-scripts/flow DESIGN_CONFIG=/design/flow/config.mk WORK_HOME=/design/flow/orfs finish
```

## /design/flow/config.mk

```make
export PLATFORM = sky130hd
export DESIGN_NAME = counter
export DESIGN_NICKNAME = counter
export VERILOG_FILES = /design/flow/design.v
export SDC_FILE = /design/flow/constraint.sdc
export NUM_CORES = 4
export LEC_CHECK = 1
export CORE_AREA = 10 10 70 70
export DIE_AREA = 0 0 80 80
```

## /design/flow/constraint.sdc

```tcl
current_design counter

set clk_period 2.1
set clk_io_pct 0.2

create_clock -name clk0 -period $clk_period [get_ports {clk}]

set non_clock_inputs [all_inputs -no_clocks]
set_input_delay [expr $clk_period * $clk_io_pct] -clock clk0 $non_clock_inputs
set_output_delay [expr $clk_period * $clk_io_pct] -clock clk0 [all_outputs]
```

## /design/flow/design.v

```verilog
module counter(clk,rst,count);
input clk,rst;
output reg [7:0] count;
always@(posedge clk or negedge rst)
begin
if(!rst)
count=0;
else
count=count+1;
end
endmodule
```

==> Flow_metrics.wiki <==
=== Physical design figures ===
{| class="wikitable"
! Metric !! Value
|-
| Placed insts || 79
|-
| Fraction of layout cells with a size suffix above 1 || 13.9%
|-
| Most numerous logic cell after layout || clkdlybuf4s50_1
|-
| Arrival time at the worst endpoint || 1.21 ns
|-
| Number of gates resized after cts || 0
|-
| Worst IR Drop VDD || 0.255 mV
|-
| Cell count listed in synth_stat.txt || 24
|-
| Post-layout instance area || 487 µm²
|-
| Endpoint of the worst register-to-register path || count[7]
|-
| Most area-consuming cells after synthesis || dfrtp_1 (63%), xnor2_1 (8.3%), xor2_1 (8.3%), ha_1 (4.0%), nand3_1 (3.2%)
|-
| Largest area contributor in the synthesized netlist || dfrtp_1
|-
| Clock Sink Count || 8
|-
| Startpoint kind of the worst setup timing path || flop
|-
| Total setup buffers inserted after CTS || 0
|-
| Worst slew slack as a fraction of its limit || 75.0%
|-
| Final Critical Period || 1.63 ns
|-
| Placed cell area || 464 µm²
|-
| Vias/cell || 2.70
|-
| Die Wd || 80 µm
|-
| Fin cells || 82
|-
| Final-report hold violation count || 0
|-
| Endpoint type of the worst setup path || output pin
|-
| Crit. path cell count || 1
|-
| DR pass1 iterations || 2
|-
| Summed instance area of the synthesized netlist || 317 µm²
|-
| Slowest CP cell || clkdlybuf4s50_1
|-
| Max frequency || 0.615 GHz
|-
| YS warnings || 1
|-
| Wire length of the first global-routing pass || 1170 µm
|-
| Crit path kind || flop to output pin
|-
| Required time of the worst setup path || 1.68 ns
|-
| Worst-path cell chain || clkdlybuf4s50_1
|-
| Setup repair after global routing missed its margin || no
|-
| Final routed wire length divided by cell count || 8.89 µm
|-
| Total global-route track usage || 2.47%
|-
| CTS H-Tree Depth || 1
|-
| Post-layout period usage of the worst path || 77.5%
|-
| Layout overhead on the synthesized area || 53.8%
|-
| CTS max path bufs || 2
|-
| Core Footprint || 3420 µm²
|-
| Fin Clk Skew || 0.000611 ns
|-
| CP top delay family || buffers and inverters
|-
| Number of OpenROAD warnings || 25
|-
| Weighted congestion at the end of routability-driven global placement || 0.681
|-
| Overall die height || 80 µm
|-
| Max FFs per register || 8
|-
| CTS Buf Count || 3
|-
| Setup slack on the worst flop-to-flop path || 1.09 ns
|-
| Initial antenna violation count || 0
|-
| Commonest non-fill, non-tap cells in the layout || clkdlybuf4s50_1 (9), dfrtp_1 (8), xor2_1 (3), xnor2_1 (3), clkbuf_4 (3)
|-
| Initial Util || 9.27%
|-
| Post-synthesis cell type count || 11
|-
| Outcome || finished clean
|-
| Total congestion overflow || 0
|-
| Master cell of the clock root buffer || clkbuf_4
|-
| Number of input and output port buffers inserted || 9
|-
| Leakage power figure || 0.197 nW
|-
| Chip area line of the yosys report || 317 µm²
|-
| Clk latency late pin || 0.25 ns
|-
| Post-detail-place hpwl || 591 µm
|-
| Pin slew with the least headroom to its limit || 0.374 ns
|-
| Power per cell area || 561 nW/µm²
|-
| Proportion of synthesized chip area in sequential cells || 63.2%
|-
| Post-CTS Hold Fix Bufs || 0
|-
| Avg Cell Area, Syn || 13.2 µm²
|-
| Vias in the first global route || 239
|-
| Delay contributed by the slowest stage of the critical path || 0.51 ns
|-
| Count of endpoints failing setup in the final report || 0
|-
| Top fanout value on the critical path || 5
|-
| Count of vias placed by the detailed router || 221
|-
| Cell depth of the worst flop-to-flop path || 3
|-
| Hold Crit Class || input port to async pin
|-
| Post-synth top area share || 63.2%
|-
| Syn Inst Count || 24
|-
| Reported max-cap violation count || 0
|-
| Floorplan row count || 21
|-
| Pins over their slew limit || 0
|-
| R2R Path Start || count[2]
|-
| Detailed-route wire length || 729 µm
|-
| Number of top-level pins || 10
|-
| Diodes inserted || 0
|-
| Buffer and inverter count on the worst path || 1
|-
| Full die area || 6400 µm²
|-
| Number of synthesized register bits || 8
|-
| Total DRC errors in the routed layout || 0
|-
| TritonCTS clock tree || done
|-
| Worst-path clk slew || 0.05 ns
|-
| ANT nets after route || 0
|-
| Setup_tns || 0 ns
|-
| Initial drt markers || 12
|-
| Maximum number of pins on one net before global-route repair || 9
|}
per-stage QoR:
stage	utilization [%]	setup WS, ns	hold WS [ns]	total power [W]
4_1_cts	14.2	0.469	0.455	0.000281
3_5_place_dp	13.6	0.750	0.463	0.000162
5_1_grt	14.2	0.414	0.461	0.000294
6_report	14.2	0.473	0.453	0.000273
3_3_place_gp	13.6	0.762	0.464	0.000162
2_1_floorplan	-	1.19	0.124	0.000157
cells by family after synthesis:
| logic type | synth area share, % |
|---|---|
| xor gates and xnor gates | 16.6 |
| adders and majority gates | 3.95 |
| buffers and inverters | 1.18 |
| DFF | 63.2 |
| and+or+nand+nor | 15.0 |
worst max-delay path by stage:
stage	end	slack, ns	startpoint
6_report	count[3]	0.47	count[3]
5_1_grt	count[3]	0.41	count[3]
4_1_cts	count[3]	0.47	count[3]
cell type report:
| type | instances | area (µm²) |
|---|---|---|
| Clock buffer | 3 | 22.5 |
| Fill cell | 396 | 2930 |
| Inverter | 1 | 3.75 |
| Multi-Input combinational cell | 15 | 113 |
| Sequential cell | 8 | 200 |
| Tap cell | 46 | 57.6 |
| Timing Repair Buffer | 9 | 90.1 |
where the power goes:
group	total (W)	switching, W	internal (W)
Combinational	0.00000460	0.00000296	0.00000164
Clock	0.000114	0.0000489	0.0000652
Sequential	0.000154	0	0.000154
routing by layer:
layer	global-route usage (%)	vias up	wire, µm
li1	-	105	-
met1	3.58	105	433
met2	2.41	11	201
met3	2.50	0	94
met4	0.176	0	0
met5	0	-	0
synth_stat cells, drive strengths merged:
cell type  number
nor3            1
nor2            1
nand3           3
ha              1
nand2           2
inv             1
and3            1
dfrtp           8
xor2            3
xnor2           3
Power figures rest on the tool's default switching activity, not on a simulated workload.
